`flow/config.mk`:
```
export PLATFORM = sky130hd
export DESIGN_NAME = registers
export DESIGN_NICKNAME = registers
export VERILOG_FILES = /design/flow/design.v
export SDC_FILE = /design/flow/constraint.sdc
export NUM_CORES = 4
export LEC_CHECK = 1
export CORE_UTILIZATION = 50
```
`flow/constraint.sdc`:
```
current_design registers

set clk_period 7.4
set clk_io_pct 0.2

create_clock -name clk0 -period $clk_period [get_ports {clk}]

set non_clock_inputs [all_inputs -no_clocks]
set_input_delay [expr $clk_period * $clk_io_pct] -clock clk0 $non_clock_inputs
set_output_delay [expr $clk_period * $clk_io_pct] -clock clk0 [all_outputs]
```
`flow/design.v`:
```
`timescale 1ns/1ps
module registers(
    input wire clk,
    input wire we,
    input wire [4:0] rs1_addr,
    input wire [4:0] rs2_addr,
    input wire [4:0] rd_addr,
    input wire [31:0] rd_data,
    output wire [31:0] rs1_data,
    output wire [31:0] rs2_data
);
    reg [31:0] regfile [0:31];
    assign rs1_data = (rs1_addr != 0) ? regfile[rs1_addr] : 32'd0;
    assign rs2_data = (rs2_addr != 0) ? regfile[rs2_addr] : 32'd0;
    always @(posedge clk) begin
        if (we && (rd_addr != 0)) begin
            regfile[rd_addr] <= rd_data;
        end
    end
    integer i;
    initial begin
        for (i = 0; i < 32; i = i + 1) begin
            regfile[i] = 32'd0;
        end
    end
endmodule
```
`flow/run.sh`:
```
#!/bin/bash
# OpenROAD 26Q1-2900-gdf79404cd8, Yosys 0.63+post, stock flow scripts
make -C /OpenROAD-flow-scripts/flow DESIGN_CONFIG=/design/flow/config.mk WORK_HOME=/design/flow/orfs finish
```
==> metrics.cfg <==
[pwr]
comb_power_share_pct=8.9
p_sw_share_pct=22.2
p_sw_uw=2920
vdd.ir_drop.worst_v=0.000220
internal-power_uw=10200
power_density_mw_per_mm2=241
p_leak_uw=0.0179
power_uw=13200
p_clk_share_pct=41.7
p_seq_share_pct=49.4

[finish]
reg_top3=regfile: 1024 flops
largest-register=regfile
stdcell_count=4097
logic_area_mm2=0.0164
drive_gt1_share_pct=27.2
register_area_mm2=0.0307
n_fill_cell=6945
largest_register_ffs=1024
stdcell_area_mm2=0.0546
syn2layout_area_growth_pct=14.0
post-route-util_pct=57.5

[floorplan]
die_h_um=312
rows=113
dieWidth_um=312
core-area_mm2=0.0950
chipArea_mm2=0.0971
initial_core_util_pct=50.4
pin_count=113

[detailed_routing]
drt-total-wl_um=148000
viasPerCell=6.82
wl_per_cell_um=36.2
drcViolationCount=0
vias=27900
postRouteAntennaNets=0
drt_pre_antenna_iters=7
drt_iter0_drc=1857

[worst_setup_path]
crit_required_ns=5.92
slowest_delay_ns=0.71
critPathMostFrequentCell=buf_4
cp-start-kind=input port
end_kind=primary output
critPathMaxFanout=44
setup.worst_path.class=input port to primary output
crit_path_top_delay_cell=buf_4
arrival_ns=4.89
worstPathCellList=buf_8, buf_4, buf_4, mux2i_1, a22oi_1, nand4_1, a211oi_1, clkdlybuf4s50_1

[timing]
min_period_ns=6.37
report.final.slew_viol_count=0
worstMarginPinSlew_ns=1.07
finalCritPeriodShare_pct=86.1
rsz0062_at_grt=false
hold_viol=0
finalSetupViolCount=0
finalSetupTns_ns=0
max_freq_ghz=0.157
max_slew_margin_pct=28.2

[logic_synthesis]
synth.distinct_cells=39
ys_sh_simple_pct=2.18
ys_async_sr_fraction_pct=0
ys.flops=1024
ys_cells=2564
ff_type=edfxtp_1
yosys-stat-area_mm2=0.0479
logic_family=multiplexers
edf_count=1024
syn_area_mm2=0.0479
mux_share_pct=25.0
ys.warnings.count=1
synthCells=2564
avgSynthCellArea_um2=18.7
synth_seq_share_pct=64.2
synth.cellmix.adderShare_pct=0
compound_area_share_pct=6.15
synthXorXnorAreaFrac_pct=0

[grt]
grt_pass1_vias=31300
grt_max_degree=85
antenna_found_initial=4
gr-total-overflow=0
grt_use_total_pct=34.8
grt_pass1_wl_um=213000

[placement]
io_buffer_count=112
gp_congestion=0.904
dp_hpwl_um=86100
placed_area_mm2=0.0511
dp_cells=3902

[clocking]
cts_tree=built
cts_hold_buf=0
htree_levels=3
cts.repair.resized=0
cts_root_buf=clkbuf_16
cts_setup_buffers=0
clk_pin_slew_worst_paths_ns=0.06
clockBufferDepth=3
clkSinkCount=1024
cts_buffers=109

[run]
maxCapViolCount=0
tool_warnings=26

[worst_hold_path]
worst_hold_path_type=input port to flop

[status]
status=complete, no violations

-- cell usage in the layout (no fill, tap or decap), drive strengths merged, types with 2 or more instances in the layout --
cell / instances
edfxtp: 1024
mux4: 352
mux2i: 320
buf: 155
clkbuf: 129
clkdlybuf4s50: 102
nand2: 85
o221ai: 64
a22oi: 64
mux2: 64
a211oi: 64
o21ai: 54
a221oi: 54
clkinv: 46
nor2: 37
nor2b: 37
a21oi: 32
nand4: 32
a311oi: 32
conb: 32
bufinv: 16
o2111ai: 10
nand3b: 6
or3b: 5
inv: 3
and2: 2
nand3: 2
clkinvlp: 2
or3: 2
-- per-layer routing --
metal	GRT usage (%)	wire [um]	up-vias
met4	8.23	4700	15
li1	-	-	11400
met2	46.9	66300	2379
met1	43.3	45600	13900
met5	3.56	395	-
met3	31.1	31300	289
-- power by group through the flow --
| stage | Clock, uW | Combinational (uW) | Sequential [uW] |
|---|---|---|---|
| CTS | 5550 | 1170 | 6500 |
| global route | 5760 | 1240 | 6510 |
| finish | 5480 | 1170 | 6510 |
-- worst max-delay path, delay by kind of cell --
| family | cells | cell delay, ns |
|---|---|---|
| mux | 1 | 0.17 |
| buf+inv | 4 | 2.29 |
| compound gates | 2 | 0.73 |
| simple gates | 1 | 0.12 |
-- logic make-up after synthesis --
logic type | after synthesis
AND/OR/NAND/NOR | 212
multiplexers | 736
AND-OR/OR-AND | 374
flip-flops | 1024
buffers and inverters | 217
other | 1
-- through the flow --
step	setup WS, ns	hold WS, ns
5_1_grt	0.875	1.62
6_report	1.03	1.62
3_3_place_gp	1.07	2.30
3_5_place_dp	1.06	2.31
2_1_floorplan	3.03	1.58
4_1_cts	1.03	1.58
-- path summary, 6_finish.rpt --
check	start	end	slack, ns	cells after the start
worst max-delay path	rs2_addr[2]	rs2_data[2]	1.03	8
worst min-delay path	rd_data[18]	regfile[14][18]	1.62	2
-- final cells by class --
| cell class | instances | share of cell area, % |
|---|---|---|
| antenna | 1 | 0.00458 |
| clock buffer | 129 | 5.21 |
| clock inverter | 65 | 1.31 |
| inverter | 2 | 0.0160 |
| multi-input combinational | 1354 | 30.0 |
| sequential | 1024 | 56.3 |
| tap | 1265 | 2.90 |
| timing repair buffer | 257 | 4.26 |
-- synth_stat cells (32+ instances only) --
master / count / area share [%]
edfxtp_1: 1024 / 64
mux2i_1: 320 / 6.7
mux4_2: 316 / 15
clkbuf_1: 98 / 0.77
nand2_1: 85 / 0.67
a22oi_1: 64 / 1.0
mux2_2: 64 / 1.5
o221ai_1: 64 / 1.2
a211oi_1: 53 / 0.83
buf_4: 53 / 0.83
buf_2: 50 / 0.52
o21ai_0: 50 / 0.52
a221oi_1: 38 / 0.69
nor2b_1: 37 / 0.48
mux4_1: 36 / 2.0
nor2_1: 36 / 0.28
a21oi_1: 32 / 0.33
a311oi_1: 32 / 0.59
nand4_1: 32 / 0.42
Power figures rest on the tool's default switching activity, not on a simulated workload.

**design.v**
```verilog
module ID_EX (
    input  wire        clk,
    input  wire        reset,
    input  wire        flush,
    input  wire [31:0] pc_in,
    input  wire [31:0] rs1_in,
    input  wire [31:0] rs2_in,
    input  wire [4:0]  rs1_addr_in,
    input  wire [4:0]  rs2_addr_in,
    input  wire [31:0] imm_in,
    input  wire [4:0]  rd_in,
    input  wire [2:0]  funct3_in,
    input  wire [6:0]  opcode_in,
    input  wire [3:0]  alu_op_in,
    input  wire        alu_src_in,
    input  wire        mem_read_in,
    input  wire        mem_write_in,
    input  wire        mem_to_reg_in,
    input  wire        reg_write_in,
    input  wire        branch_in,
    input  wire        jal_in,
    input  wire        jalr_in,
    output reg  [31:0] pc_out,
    output reg  [31:0] rs1_out,
    output reg  [31:0] rs2_out,
    output reg  [4:0]  rs1_addr_out,
    output reg  [4:0]  rs2_addr_out,
    output reg  [31:0] imm_out,
    output reg  [4:0]  rd_out,
    output reg  [2:0]  funct3_out,
    output reg  [6:0]  opcode_out,
    output reg  [3:0]  alu_op_out,
    output reg         alu_src_out,
    output reg         mem_read_out,
    output reg         mem_write_out,
    output reg         mem_to_reg_out,
    output reg         reg_write_out,
    output reg         branch_out,
    output reg         jal_out,
    output reg         jalr_out
);
    always @(posedge clk) begin
        if (reset || flush) begin
            pc_out         <= 32'd0;
            rs1_out        <= 32'd0;
            rs2_out        <= 32'd0;
            imm_out        <= 32'd0;
            rs1_addr_out   <= 5'd0;
            rs2_addr_out   <= 5'd0;
            rd_out         <= 5'd0;
            funct3_out     <= 3'd0;
            opcode_out     <= 7'd0;
            alu_op_out     <= 4'd0;
            alu_src_out    <= 1'b0;
            mem_read_out   <= 1'b0;
            mem_write_out  <= 1'b0;
            mem_to_reg_out <= 1'b0;
            reg_write_out  <= 1'b0;
            branch_out     <= 1'b0;
            jal_out        <= 1'b0;
            jalr_out       <= 1'b0;
        end else begin
            pc_out         <= pc_in;
            rs1_out        <= rs1_in;
            rs2_out        <= rs2_in;
            rs1_addr_out   <= rs1_addr_in;
            rs2_addr_out   <= rs2_addr_in;
            imm_out        <= imm_in;
            rd_out         <= rd_in;
            funct3_out     <= funct3_in;
            opcode_out     <= opcode_in;
            alu_op_out     <= alu_op_in;
            alu_src_out    <= alu_src_in;
            mem_read_out   <= mem_read_in;
            mem_write_out  <= mem_write_in;
            mem_to_reg_out <= mem_to_reg_in;
            reg_write_out  <= reg_write_in;
            branch_out     <= branch_in;
            jal_out        <= jal_in;
            jalr_out       <= jalr_in;
        end
    end
endmodule
```
**run.sh**
```bash
#!/bin/bash
# OpenROAD 26Q1-2900-gdf79404cd8, Yosys 0.63+post, stock flow scripts
make -C /OpenROAD-flow-scripts/flow DESIGN_CONFIG=/design/flow/config.mk WORK_HOME=/design/flow/orfs finish
```
**config.mk**
```make
export PLATFORM = sky130hd
export DESIGN_NAME = ID_EX
export DESIGN_NICKNAME = ID_EX
export VERILOG_FILES = /design/flow/design.v
export SDC_FILE = /design/flow/constraint.sdc
export NUM_CORES = 4
export LEC_CHECK = 1
export CORE_AREA = 10 10 195 195
export DIE_AREA = 0 0 205 205
```
**constraint.sdc**
```tcl
current_design ID_EX

set clk_period 1.0
set clk_io_pct 0.2

create_clock -name clk0 -period $clk_period [get_ports {clk}]

set non_clock_inputs [all_inputs -no_clocks]
set_input_delay [expr $clk_period * $clk_io_pct] -clock clk0 $non_clock_inputs
set_output_delay [expr $clk_period * $clk_io_pct] -clock clk0 [all_outputs]
```
==> results_slide.txt <==
Flow Results at a Glance

Run status
  • Status: complete, but fails checks
  • Failing checks: setup timing

Die
  • Row count: around 67
  • DIE HEIGHT: about 210 um
  • Core ar.: 33600 um2
  • Fp util: 16.9%
  • # IOs: about 330
  • DIE AREA: between 40000 and 50000 um2
  • Die width: around 210 um

Final layout
  • Final instance area: around 9600 um2
  • Cell Count, Final, Fillers Out: 1191
  • Synth-to-layout area growth: 69.4%
  • Share of layout cells above drive strength 1: just under 60%
  • Final core utilization: around 29%

Synth
  • Synth area leader: dfxtp_1
  • Average size of a mapped cell: 15.5 um2
  • Yosys cell count: roughly 370
  • Synth area leaders: dfxtp_1 58%, nor3b_2 33%, buf_6 6.3%
  • Max-area cell share: between 50 and 60%
  • Seq share, synth: 58.2%
  • Post-synth cell types: 7
  • Mapped Area: 5680 um2
  • #FFs+latches synth: 165
  • Tally of yosys warning messages: 1
  • Yosys stat area: roughly 5700 um2
  • Mapped Cells: about 370

Timing
  • Hold Vio Cnt, Final: 0
  • Fmax: roughly 900 MHz
  • Tightest hold margin: roughly 0.11 ns
  • # setup viols final: ~170
  • Fin crit share: 111%
  • Slew margin rel.: roughly 80%
  • Setup TNS: -6.42 ns
  • Worst slew pin tran: 0.266 ns
  • Setup WS post-layout: -0.106 ns
  • Slew Viols, Final: 0
  • RSZ-0062 raised after global routing: true
  • Final min period: 1.11 ns

Power and ir drop
  • Leakage: around 4 nW
  • PD cells: between 1500 and 2000 nW/um2
  • VDD IR max: ~0.0011 V

Run
  • Max-cap violations: 0
  • Log Warnings: 27

Worst hold path
  • Worst hold path class: input pin to register
  • Worst hold stages: 2
  • WHS Endpoint: rs2_out[23]
  • Hold path start: flush

Clock network
  • # clock sinks: approximately 170
  • Clock Path Buffers: 2
  • TritonCTS Buffers: 17
  • Setup repair bufs after CTS: 0
  • CTS tree: done
  • H-tree depth: 4
  • Clk slew on worst S/H paths: 0.07 ns
  • CTS root buffer: clkbuf_16

Detailed routing
  • Vias: ~4100
  • Via-per-instance ratio: about 3.5
  • Routed len/inst: 16.4 um
  • # diodes: 0
  • Final Routed Wirelength: 19.5 mm
  • DR iter-0 viols: roughly 86
  • Antenna Nets Post-Route: 0
  • # DRC: 0
  • Drt pass-1 iters: 4

Setup path
  • Cell family with most CP delay: flip-flops
  • Startpoint types: register
  • CP max stage delay: approximately 0.36 ns
  • Critical path, cell by cell: buf_6
  • Setup crit end kind: output port
  • Slowest-stage cell, CP: dfxtp_4
  • Critical path class: register to output port
  • Crit path required time: 0.80 ns
  • Worst Path Max Fanout: 1
  • Crit path arrival time: about 0.91 ns
  • Critical path buffers and inverters: 1
  • CP Depth: 1
  • Critical path launch point: rs2_out[23]

Global route
  • Tot GR Track Use: 9.09%
  • Total gr overflow: 0
  • Initial antenna violation count: 1
  • Vias in the first global route: between 4000 and 5000
  • First-pass GRT wire length: 28.6 mm
  • Largest net degree at the start of global routing: 35

Placement
  • Final Wtd Congestion: ~0.78
  • Placed Cells: about 1200
  • Port Buffers: around 330
  • Dpl cell area: 9750 um2
  • HPWL Detailed: approximately 15 mm
-- worst max path at each step --
| stage | to |
|---|---|
| finish | rs2_out[23] |
| global route | rs2_out[23] |
| CTS | rs2_out[23] |
-- cells in the mapped netlist --
library cell,n
buf_6,32
dfxtp_1,165
buf_2,1
clkbuf_1,1
buf_4,2
nor3b_2,150
nor3b_1,15
-- logic make-up (layout without fill, tap and decap cells) --
| kind of cell | after synthesis | count (layout) | synth area share [%] |
|---|---|---|---|
| flip-flops | 165 | 165 | 58.2 |
| AND/OR/NAND/NOR | 165 | 165 | 35.0 |
| buffers and inverters | 36 | 413 | 6.77 |
-- registers in the layout (all words and copies together) (netlist names) --
register and flops:
imm_out 32, pc_out 32, rs1_out 32, rs2_out 32, opcode_out 7, rd_out 5
rs1_addr_out 5, rs2_addr_out 5, alu_op_out 4, funct3_out 3, alu_src_out 1, branch_out 1
jal_out 1, jalr_out 1, mem_read_out 1, mem_to_reg_out 1, mem_write_out 1, reg_write_out 1
-- placed cells by master, fill, tap and decap left out, drive strengths merged --
cell type      synthesis  routed
buf                   35     214
bufinv                 0       2
clkbuf                 1      23
clkdlybuf4s50          0     165
clkinv                 0       7
clkinvlp               0       2
dfxtp                165     165
nor3b                165     165
-- metal layers --
metal  up-vias  global-route usage [%]  wire length [um]
met5         -                       0                11
met4         2                    1.39               333
met3        20                    6.53              3240
met2       247                    13.7              8370
met1      1876                    10.5              7560
li1       1974                       -                 -
-- report_power, final --
part           total (W)  internal, W  switching, W
Sequential       0.00690      0.00684     0.0000627
Combinational    0.00178      0.00120      0.000580
Clock            0.00671      0.00394       0.00276
Total             0.0154       0.0120       0.00341
-- metrics by stage --
step | setup WS (ns) | total power, W
final | -0.106 | 0.0154
after global routing | -0.165 | 0.0161
after CTS | -0.160 | 0.0157
after detailed placement | -0.126 | 0.00912
after global placement | -0.126 | 0.00911
after floorplan | 0.282 | 0.00767
-- final cells by class --
cell class                      instances  area (um2)
Fill cell                            3502       24000
Sequential cell                       165        3350
Timing Repair Buffer                  381        3110
Multi-Input combinational cell        165        1990
Tap cell                              448         561
Clock buffer                           21         480
Clock inverter                         11         125
-- what timing repair did --
item                       CTS  global route
resized                    565            20
hold buffers                 0             0
setup endpoints to repair  165           165
Power is estimated from default activity; no workload was simulated.
